<file path="design/flow/config.mk">
export PLATFORM = sky130hd
export DESIGN_NAME = Source_FSM
export DESIGN_NICKNAME = Source_FSM
export VERILOG_FILES = /design/flow/design.v
export SDC_FILE = /design/flow/constraint.sdc
export NUM_CORES = 4
export LEC_CHECK = 1
export CORE_UTILIZATION = 40
</file>
<file path="design/flow/constraint.sdc">
current_design Source_FSM

set clk_period 7.9
set clk_io_pct 0.2

create_clock -name clk0 -period $clk_period [get_ports {clk}]

set non_clock_inputs [all_inputs -no_clocks]
set_input_delay [expr $clk_period * $clk_io_pct] -clock clk0 $non_clock_inputs
set_output_delay [expr $clk_period * $clk_io_pct] -clock clk0 [all_outputs]
</file>
<file path="design/flow/design.v">
module Source_FSM#(parameter WIDTH = 32,msg_length=1024,contral_status_reg_memory_length=40,FLIT_DATA_WIDTH = 32,VCHANNELS = 1,start_rd_address = contral_status_reg_memory_length,end_rd_address = contral_status_reg_memory_length+msg_length,FLIT_TYPE_WIDTH = 2,FLIT_WIDTH = (FLIT_DATA_WIDTH + FLIT_TYPE_WIDTH))
 ( output reg [FLIT_WIDTH-1:0] flit,
   output reg [VCHANNELS-1:0]  valid,
   input clk,
   input rst_source,
   input [VCHANNELS-1:0]       ready,
   input i_trigger,
   input i_trigger2,
   input[9:0] msglen,
   input wire [(FLIT_DATA_WIDTH - 1):0] i_source_data_in,
   input [27:0]routing_opcode,
   input [31:0]Number_of_flits,
   output reg [FLIT_DATA_WIDTH-1:0]active_source,
   output reg out_rd_en,
   output reg [31:0] count,
   input [FLIT_DATA_WIDTH-1:0]Tx_Traffic_id,
   input [7:0]Dest_port_id,
   input [63:0]GTB
   );
   reg [31:0] store_GTB;
   reg flag;
   integer clkcount,clkcount_t,clkcount_negedge;
   integer state=0;
   reg[9:0] msg_reg;
   reg[1:0] i_trigger2_reg;
   initial
    begin
    count=0;
    clkcount=0;
    clkcount_t=0;
    out_rd_en=0;
    end
 always@(posedge clk or posedge rst_source)
 begin
    if(rst_source)    
         i_trigger2_reg<=2'b0;          
        else if(i_trigger2)
        begin
           i_trigger2_reg[0]<=1;
           store_GTB <= GTB[38:6];
        end
     else
         i_trigger2_reg<={i_trigger2_reg[0],1'b0};
 end
  always@(posedge clk or posedge rst_source)
 begin
    if(rst_source)    
         msg_reg<=10'h1;          
        else if(i_trigger2_reg[1])
           msg_reg<=msglen;
     else
         msg_reg<=msg_reg;
 end
   always @(posedge clk) begin  
      clkcount<=clkcount+1;
      clkcount_t<=clkcount_t+1;
      if (rst_source) begin
         state <= 0;      
               end else begin
         case(state)
           0: begin
              if (i_trigger==1)   
                  begin
                     state <= 4;
                     active_source<=1;
                     clkcount<=0;
                  end
              else
                     active_source<=0;
              end
           1: begin        
              if (ready)
              begin
                        state <= 2;
              end
              end
           2: begin  
              if (count<msg_reg +1)  
                  begin
                     out_rd_en<=1;
                     state <= 2;
                  end
              else
                     state <= 3;
                     clkcount <= 0;
              end
           3: begin
              if (clkcount_negedge==1)
                   begin
                        state <= 0;
                        clkcount<=0;
                        out_rd_en<=0;
                   end  
              end
           4: begin
              if (clkcount==1)
              begin
                        state <= 1;
                        clkcount<=0;
              end
              end  
         endcase  
      end
   end
   always @(negedge clk) begin
     clkcount_negedge<=clkcount_negedge+1;
      case (state)
            0:begin
             valid <= 0;
             flit <= 'x;
             clkcount_negedge<=0;
             count<=0;
             end
            1:begin            
               valid <= 1;
               flit <= {2'b01,Tx_Traffic_id[3:0],routing_opcode[27:0]}; 
               clkcount_negedge<=0;
              end
            2:begin
               if(count==0)
                begin
                valid <= 1;
                flit <= {2'b00,Dest_port_id }; 
                count <= count + 1;
                clkcount_negedge<=0;
                end
               else if(count==1)
               begin
                valid <= 1;
                flit <= {2'b00,store_GTB }; 
                count <= count + 1;
                clkcount_negedge<=0;
               end
               else
                begin
                    valid <= 1;
                    flit <= {2'b00,i_source_data_in};
                    count <= count + 1;
                    clkcount_negedge<=0;
                end
             end
            3: begin
               valid <= 1;
               flit <= {2'b10,i_source_data_in}; 
               end
      endcase
   end  
endmodule  
</file>
<file path="design/flow/run.sh">
#!/bin/bash
# OpenROAD 26Q1-2900-gdf79404cd8, Yosys 0.63+post, stock flow scripts
make -C /OpenROAD-flow-scripts/flow DESIGN_CONFIG=/design/flow/config.mk WORK_HOME=/design/flow/orfs finish
</file>
==> results.sh <==
# implementation run metrics
export IMPL_num_fill_cells=1800
export IMPL_synthDistinctLibCells=55
export IMPL_fa_ha_area_frac=0.0256
export IMPL_logic_area_um2=3800
export IMPL_avgSynthCellArea_um2=10.7
export IMPL_worst_hold_slack_ps=480
export IMPL_top_register="flit"
export IMPL_postSynthSeqShare=0.532
export IMPL_async_flop_share=0.0667
export IMPL_crit_start="count[0]$_SDFFCE_NN0P_"
export IMPL_cp_max_fo=8
export IMPL_ys_sh_mux=0.0232
export IMPL_worst_path_stages=1
export IMPL_ant_nets=0
export IMPL_hold_viol_final=0
export IMPL_wire_per_inst_um=15.8
export IMPL_cts_sinks=180
export IMPL_dp_slack_ps=1170
export IMPL_dr_total_vias=7016
export IMPL_viasPerCell=5.03
export IMPL_timing_rr_start="count[9]$_SDFFCE_NN0P_"
export IMPL_cap_violations=0
export IMPL_grt_overflow_total=0
export IMPL_place_gp_congestion=0.855
export IMPL_crit_path_cell_trace="clkdlybuf4s50_1"
export IMPL_crit_buf_inv=1
export IMPL_hp_class="reg2reg"
export IMPL_cellPowerDensity_nw_per_um2=262
export IMPL_area_growth_pct=35.2
export IMPL_fin_tns_setup_ps=0
export IMPL_drtIter0Drc=408
export IMPL_synth_stat_cells=817
export IMPL_die_h_um=150
export IMPL_cts_buffer_depth=2
export IMPL_ys_ff=180
export IMPL_tightestPinTransition_ps=868
export IMPL_ys_top_logic_family="simple AND/OR/NAND/NOR gates"
export IMPL_ios=311
export IMPL_cp_required_ps=6320
export IMPL_largest_reg_flops=34
export IMPL_ff2ff_path_depth=6
export IMPL_ctsResizeCount=0
export IMPL_cpPeakStageDelay_ps=560
export IMPL_power_uw=3110
export IMPL_drc=0
export IMPL_edf_count=101
export IMPL_clk_latency_ps=450
export IMPL_critPathSlowestCell="edfxtp_1"
export IMPL_worst_ir_drop_vdd_uv=142
export IMPL_antenna_found_initial=3
export IMPL_criticalPathCategory="reg2out"
export IMPL_end_kind="output port"
export IMPL_rows=53
export IMPL_cts_buffers=17
export IMPL_grt_max_degree=37
export IMPL_dr_pass1_iters=5
export IMPL_grt_pass1_vias=6392
export IMPL_relSlewSlack=0.416
export IMPL_power_leakage_uw=0.00453
export IMPL_min_path_cells=1
export IMPL_core_um2=21300
export IMPL_fin_skew_ps=37.8
export IMPL_syn_area_um2=8780
export IMPL_clk_pin_slew_worst_paths_ps=60
export IMPL_ff_type="edfxtp_1"
export IMPL_arrival_ps=5470
export IMPL_crit_family="flip-flops"
export IMPL_ctsHoldBuffers=0
export IMPL_ys_area_um2=8780
export IMPL_worst_slack_ps=846
export IMPL_status="finished, final reports clean"
export IMPL_cts_root_buffer="clkbuf_16"
export IMPL_finalMaxSlewViolations=0
export IMPL_final_layout_size_suffix_gt1_frac=0.0617
export IMPL_ys_sh_xor=0.0878
export IMPL_hold_start="i_trigger2_reg[0]$_DFF_PP0_"
export IMPL_warning_count=220
export IMPL_cts_htree_levels=4
export IMPL_cts_setup_buffers=0
export IMPL_simple_gate_share=0.190
export IMPL_hpwlAfterDp_um=15500
export IMPL_cts_tree="yes"
export IMPL_track_usage=0.204
export IMPL_netlist_instances=817
export IMPL_port_buffers=187
export IMPL_layout_cells_non_filler=1395
export IMPL_setup_viol=0
export IMPL_place_inst=1264
export IMPL_most_common_layout_cells="clkdlybuf4s50_1 (187), inv_1 (124), edfxtp_1 (101), nor2_1 (69), dfxtp_1 (67)"
export IMPL_grt_pass1_wl_um=34100
export IMPL_final_common_cell="clkdlybuf4s50_1"
export IMPL_initial_core_util=0.413
export IMPL_seqCellArea_um2=4680
export IMPL_drt_wl_total_um=22000
export IMPL_die_area_um2=22600
export IMPL_yosys_warnings=1
export IMPL_dieWidth_um=150
export IMPL_setup_worst_path_start_class="flip-flop"
export IMPL_compound_area_frac=0.0892
export IMPL_rsz0062_at_grt="false"
path summary, 6_finish.rpt:
check                                                 to  slack [ps]
hold reg to reg            i_trigger2_reg[1]$_DFFE_PP0N_         480
setup reg to reg                     out_rd_en$_DFFE_PP_        1580
max in group asynchronous         msg_reg[6]$_DFFE_PP0P_        5730
hold / removal             i_trigger2_reg[1]$_DFFE_PP0N_         480
setup / recovery                                count[0]         850
min in group asynchronous         msg_reg[9]$_DFFE_PP0P_        1780
synthesized netlist by cell type (3+ instances only):
master / count / area share
mux2_2: 11 / 0.014
or3_1: 10 / 0.0071
ha_1: 18 / 0.026
a21oi_1: 37 / 0.021
xnor2_1: 37 / 0.037
and2_1: 26 / 0.019
a221o_1: 25 / 0.028
nor4_1: 31 / 0.022
nand4_1: 26 / 0.019
nand3_1: 50 / 0.028
clkbuf_1: 21 / 0.0090
dfrtp_1: 11 / 0.031
a222oi_1: 8 / 0.0091
buf_1: 4 / 0.0017
nor2_1: 70 / 0.030
nor3_1: 23 / 0.013
xor2_1: 51 / 0.051
edfxtp_1: 101 / 0.35
buf_4: 31 / 0.026
a21o_1: 4 / 0.0034
and4_1: 9 / 0.0090
inv_1: 26 / 0.011
buf_2: 4 / 0.0023
mux2i_1: 8 / 0.0091
nand2_1: 35 / 0.015
dfxtp_1: 67 / 0.15
o21ai_0: 22 / 0.013
and3_1: 14 / 0.010
nor4b_1: 3 / 0.0030
a22oi_1: 6 / 0.0051
stage by stage:
stage	area [um^2]	util
after floorplan	8890	-
after global placement	10900	0.512
after detailed placement	10900	0.512
after CTS	11900	0.558
after global routing	11900	0.558
final	11900	0.558
logic make-up after synthesis:
kind of cell | count (synthesis)
xor gates and xnor gates | 88
adders and majority gates | 18
and+or+nand+nor | 312
DFF | 180
muxes | 19
AOI/OAI and AO/OA | 112
buffers and inverters | 87
other | 1
layout make-up:
type                       instances  area share
sequential                       180       0.394
multi-input combinational        580       0.320
timing repair buffer             202       0.167
clock buffer                      23      0.0412
clock inverter                   108      0.0408
tap                              275      0.0290
inverter                          26     0.00822
antenna                            1    0.000211
per-layer routing:
metal	vias up	share of wire	GRT usage
met1	3294	0.44	0.314
met3	9	0.065	0.0532
met5	-	0.00059	0
met2	170	0.48	0.314
li1	3541	-	-
met4	2	0.0073	0.0232
power by group:
part	internal (uW)	switching [uW]	leakage (uW)
Clock	572	478	0.000825
Sequential	1200	187	0.00171
Combinational	392	285	0.00200
Total	2160	949	0.00453
No activity file was given, so power comes from the tool's default toggle rates.
